### design/flow/design.v
`timescale 1ns / 100ps
module multiplexer(
      input a,b,sel,
      output out);
      wire out;
      assign out = sel ? b : a;
endmodule
`timescale 1ns/ 100ps
module dice(clk,rst,button,throw);
	input clk, rst, button;
	output reg [2:0] throw;
	always @(posedge clk) 
	begin
	if (rst || throw == 3'b111)
		throw <= 3'b001;
	else if (button && throw != 3'b110)
		throw <= throw + 1;
	else if (button && throw == 3'b110)
		throw <= 3'b001;
	end
endmodule 
`timescale 1ns / 100ps
module traffic_lights(clk,red,amber,green);
	input clk;
	output reg red,amber,green;
	reg [2:0] state;
	always @(posedge clk) begin
		case(state)
		3'b001 : state = 3'b011;  
		3'b011 : state = 3'b100;  
		3'b100 : state = 3'b010;  
		3'b010 : state = 3'b001;  
		default : state = 3'b001;  
		endcase
	end
	always @(state) begin
		case(state)
		3'b001 : {green,amber,red} = 3'b001;  
		3'b011 : {green,amber,red} = 3'b011;  
		3'b100 : {green,amber,red} = 3'b100;  
		3'b010 : {green,amber,red} = 3'b010;  
		endcase
	end
endmodule
module top(
        input clk,sel,rst,button,
        output [2:0]result
);
wire [2:0]throw;
wire [2:0]state;
dice my_dice(.clk(clk), .rst(rst), .button(button), .throw(throw));
traffic_lights trafic_lights(.clk(clk), .red(state[0]), .amber(state[1]), .green(state[2]));
multiplexer my_multiplexer( .a(throw), .b(state), .sel(sel), .out(result));
endmodule
### design/flow/config.mk
export PLATFORM = sky130hd
export DESIGN_NAME = top
export DESIGN_NICKNAME = top
export VERILOG_FILES = /design/flow/design.v
export SDC_FILE = /design/flow/constraint.sdc
export NUM_CORES = 4
export LEC_CHECK = 1
export CORE_AREA = 10 10 70 70
export DIE_AREA = 0 0 80 80
### design/flow/constraint.sdc
current_design top

set clk_period 1.8
set clk_io_pct 0.2

create_clock -name clk0 -period $clk_period [get_ports {clk}]

set non_clock_inputs [all_inputs -no_clocks]
set_input_delay [expr $clk_period * $clk_io_pct] -clock clk0 $non_clock_inputs
set_output_delay [expr $clk_period * $clk_io_pct] -clock clk0 [all_outputs]
### design/flow/run.sh
#!/bin/bash
# OpenROAD 26Q1-2900-gdf79404cd8, Yosys 0.63+post, stock flow scripts
make -C /OpenROAD-flow-scripts/flow DESIGN_CONFIG=/design/flow/config.mk WORK_HOME=/design/flow/orfs finish
==> results.yml <==
# flow metrics
routing:
  drt_wl_total_um: 599
  detail_route.first_pass.iterations: 2
  antenna_cells: 0
  vias_per_cell: 2.68
  vias: 236
  post_dr_wirelength_cell_um: 6.81
  dr.first_iter.drc_count: 13
  drc_violation_count_after_routing: 0
  final_antenna_net_count: 0
die:
  fp-row-count: 21
  floorplan.die_area_um2: 6400
  core_um2: 3420
  floorplan.die.width_um: 80
  pin_count: 7
  die-height_um: 80
  fp_util_pct: 9.89
flow_run:
  cap_viol_max_count: 0
  tool_warnings: 26
logic_synthesis:
  yosys_warnings: 5
  postSynthCellCount: 38
  synth_area_um2: 338
  yosys-stat-area_um2: 338
  synth-seq-cells: 7
  netlist-cell-type-count: 21
  ys_cells: 38
  post_synth.cell_area_avg_um2: 8.89
worst_setup_path:
  worst_path_max_delay_cell: "clkdlybuf4s50_1"
  start_kind: "primary input"
  path_buffers: 2
  critical_path_class: "primary input to primary output"
  critPathMaxFanout: 2
  cp_data_required_time_ns: 1.44
  timing.critical_path.cells: "clkdlybuf4s50_1 > nand2_1 > o21ai_0 > dlygate4sd2_1"
  crit_path_max_incr_delay_ns: 0.47
  worst_ep_arrival_time_ns: 1.16
  timing.critical_path.to_type: "primary output"
  cell_class_contributing_the_biggest_share_of_worst_path_delay: "buffers and inverters"
cells_and_area:
  syn2layout_area_growth_pct: 28.1
  layout-drive-gt1-share_pct: 11.9
  final-instance-count-excl-fill: 88
  lay_top_count: "dfxtp_1"
  fillers: 397
  layout_top_cells: "dfxtp_1 (6), nor2_1 (5)"
clock_network:
  cts_htree_levels: 1
  cts.clk_slew.worst_paths_ns: 0.04
  worst_skew_pair.late_latency_ns: 0.24
  cts_root_buffer: "clkbuf_4"
  cts_inserted_buffers: 3
  clock_path_buffers: 2
  cts_tree: "yes"
global_route:
  total_global_routing_overflow: 0
  track_usage_pct: 1.99
  grt_start_max_net_pins: 6
  grt_pass1_vias: 248
  wire_length_of_the_first_global_routing_pass_um: 1010
  grt_antenna_before_repair: 0
sta:
  setup_viol: 0
  max_freq_ghz: 0.660
  untimed_endpoints: 1
  final_max_slew_viol_count: 0
  unclocked_pins: 1
  final_hold_viol_count: 0
  finalClockSkew_ns: 0.0000490
  timing.final.crit_share_pct: 84.2
  setup_repair_after_global_routing_missed_its_margin: "no"
  fin_ws_ns: 0.285
  period_needed_ns: 1.52
run_status:
  status: "complete, no violations"
pwr:
  p_leak_nw: 0.179
  power.ir.vdd_worst_mv: 0.0925
  power.density_cell_area_nw_per_um2: 691
placed_design:
  hpwl_um: 493
  placement.io_buffers: 4
  gp_congestion: 0.631
  place_worst_setup_slack_ns: -0.00569
  dp_cells: 85
hold_path:
  holdCritPathClass: "flop to flop"
==> power by group <==
part           internal (mW)  switching (mW)  total [mW]
Clock                 0.0750          0.0427       0.118
Combinational         0.0201          0.0160      0.0361
Sequential             0.140         0.00550       0.145
==> worst register-to-register path: stages (launching register included) <==
cell,delay [ns]
dfxtp_1,0.32
ha_1,0.20
ha_1,0.27
a31oi_1,0.13
nor3_1,0.06
==> Yosys cell counts <==
cell type,count,share of area [%]
conb_1,1,1.1
inv_1,1,1.1
nor2b_1,1,1.9
dlxtn_1,1,4.4
nand2b_1,1,1.9
mux2i_1,1,3.0
clkbuf_2,1,1.5
xnor2_1,1,2.6
and3_1,1,1.9
a21oi_1,2,3.0
nor3_1,1,1.5
a31oi_1,1,1.9
nor2_1,5,5.6
dfxtp_1,6,36
ha_1,3,11
o21ai_0,1,1.5
o21ai_2,1,2.6
buf_4,3,6.7
xor2_1,2,5.2
nor3_2,1,3.0
nand2_1,3,3.3
==> stage by stage <==
| step | total power, mW | cell area, um2 | hold WS [ns] | util [%] | setup TNS, ns |
|---|---|---|---|---|---|
| finish | 0.299 | 433 | 0.467 | 12.7 | 0 |
| global route | 0.320 | 433 | 0.507 | 12.7 | 0 |
| CTS | 0.305 | 433 | 0.468 | 12.7 | 0 |
| detailed placement | 0.186 | 412 | 0.458 | 12.1 | -0.00569 |
| global placement | 0.184 | 412 | 0.445 | 12.1 | -0.000244 |
| floorplan | 0.173 | 342 | 0.431 | - | 0 |
==> final cells by class <==
type / count / area (um2) / area share, %
Sequential cell: 7 / 135 / 31.2
Clock buffer: 3 / 22.5 / 5.20
Tap cell: 46 / 57.6 / 13.3
Inverter: 1 / 3.75 / 0.867
Timing Repair Buffer: 4 / 38.8 / 8.96
Multi-Input combinational cell: 27 / 175 / 40.5
==> cell families after synthesis <==
kind of cell / count (synthesis) / share of synthesized area [%]
AND/OR/NAND/NOR: 13 / 18.9
flip-flops: 6 / 35.6
AND-OR/OR-AND: 5 / 8.89
buffers and inverters: 5 / 9.26
adder cells (fa/ha/maj): 3 / 11.1
XOR/XNOR: 3 / 7.78
other: 1 / 1.11
multiplexers: 1 / 2.96
latches: 1 / 4.44
==> path summary, 6_finish.rpt <==
check | startpoint | to | slack (ns) | cells after the start
worst max-delay path | sel | result[0] | 0.28 | 4
worst min-delay path | trafic_lights.state[1] | trafic_lights.state[1] | 0.47 | 1
worst max register to register | my_dice.throw[1] | my_dice.throw[2] | 0.71 | 4
worst min register to register | trafic_lights.state[1] | trafic_lights.state[1] | 0.47 | 1
==> routing by layer <==
| metal | wire [um] | global-route usage (%) | up-vias | share of wire [%] |
|---|---|---|---|---|
| li1 | - | - | 127 | - |
| met1 | 291 | 2.20 | 106 | 49 |
| met2 | 269 | 2.97 | 3 | 45 |
| met3 | 37 | 1.36 | 0 | 6.2 |
| met4 | 0 | 0.704 | 0 | 0 |
| met5 | 0 | 0 | - | 0 |
==> flip-flops by register name, summed over array words and instances (netlist names) <==
register	count
my_dice.throw	3
trafic_lights.state	3
trafic_lights.red	1
==> what timing repair did <==
item                       4_1_cts  5_1_grt
setup buffers                    0        0
hold buffers                     0        0
setup endpoints to repair        1        0
gates resized                    1        0
Power figures rest on the tool's default switching activity, not on a simulated workload.
